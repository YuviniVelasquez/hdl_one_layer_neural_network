===== flow/constraint.sdc =====
current_design MyDesign

set clk_period 10.9
set clk_io_pct 0.2

create_clock -name clk0 -period $clk_period [get_ports {clk}]

set non_clock_inputs [all_inputs -no_clocks]
set_input_delay [expr $clk_period * $clk_io_pct] -clock clk0 $non_clock_inputs
set_output_delay [expr $clk_period * $clk_io_pct] -clock clk0 [all_outputs]

===== flow/config.mk =====
export PLATFORM = sky130hd
export DESIGN_NAME = MyDesign
export DESIGN_NICKNAME = MyDesign
export VERILOG_FILES = /design/flow/design.v
export SDC_FILE = /design/flow/constraint.sdc
export NUM_CORES = 4
export LEC_CHECK = 1
export CORE_UTILIZATION = 30

===== flow/run.sh =====
#!/bin/bash
# OpenROAD 26Q1-2900-gdf79404cd8, Yosys 0.63+post, stock flow scripts
make -C /OpenROAD-flow-scripts/flow DESIGN_CONFIG=/design/flow/config.mk WORK_HOME=/design/flow/orfs finish

===== flow/design.v =====
module MyDesign
(
	input wire			go,		 
	output reg			busy,	 
	input wire 			reset,		 
	input wire			clk,		 
	output reg signed [15:0]	write_data,
	output reg [11:0]	write_address,
	output reg 			write_enable,
	output reg [11:0]	read_input_address,	 
	input wire [15:0]	read_input_data,	 
	output reg [11:0]	read_weight_address,	 
	input wire [15:0]	read_weight_data	 
);
	reg [7:0]			size_count;				 
	reg signed [15:0]	current_data;			 
	reg signed [15:0]	current_weight;			 
    reg [15:0]       	mult_counter_up;		 
	reg [7:0]       	convolution_counter_up;	 
	reg signed [15:0]	accumulator;		 
	reg [3:0]		current_state;				 
	reg [3:0]		next_state;					 
	reg [1:0]    	data_input_enable;			 
	reg [1:0]		weight_input_enable;		 
    reg [1:0]       finish_sum_mult_sel;         
    reg [1:0]		counter_mux_sel;			 
	reg [1:0]		counter_convolution_sel;	 
	reg [1:0]		address_input_mux_sel;		 
	reg [1:0]		address_weight_mux_sel;		 
	reg [1:0]		size_count_mux_sel;			 
	reg [1:0]       ref_mux_sel;                 
	reg [1:0]		accum_n_enable;				 
	reg [9:0]		reference_address;			 
   	wire signed [7:0] 	input_n0 , input_n1; 	 
   	wire signed [1:0]	weight_n0, weight_n1;	 
	wire signed [9:0]	input_mul_weight;		 
	wire [7:0]      	weight_selector;         
	assign input_n1 = current_data[15:8];
	assign input_n0 = current_data[7:0];
	assign weight_selector = {{mult_counter_up[15:2] & 14'b0} , mult_counter_up[1:0]};
	assign {weight_n1,weight_n0} = current_weight >> 4*weight_selector; 
	assign input_mul_weight = input_n1 *weight_n1 + input_n0*weight_n0;
	localparam s0  = 3'b000;
	localparam s1  = 3'b001;
	localparam s2  = 3'b010;
	localparam s3  = 3'b011;
	localparam s4  = 3'b100;
	localparam s5  = 3'b101;
	localparam s6  = 3'b110;
	localparam s7  = 3'b111;
	localparam s8  = 4'b1000;
	always @(posedge clk or negedge reset) begin
		if (!reset)
			current_state <= 4'b0;
		else
			current_state <= next_state;
	end
	always @(*) begin
		casex (current_state)
			s0 : begin								 
                data_input_enable = 2'b0;            
                weight_input_enable = 2'b0;          
                accum_n_enable  = 2'b0;              
                counter_mux_sel = 2'b0;              
				counter_convolution_sel = 2'b0;		 
                address_input_mux_sel = 2'b0;        
                address_weight_mux_sel = 2'b0;       
                size_count_mux_sel = 2'b0;           
                ref_mux_sel  = 2'b0;                 
                finish_sum_mult_sel = 2'b00;         
				busy = 1'b0;
				if (go == 1'b1)
					next_state = s1;
				else
					next_state = s0;
			end
			s1 : begin								 
                data_input_enable = 2'b01;           
                weight_input_enable = 2'b01;         
                accum_n_enable  = 2'b00;              
                counter_mux_sel = 2'b10;             
				counter_convolution_sel = 2'b10;	 
                address_input_mux_sel = 2'b00;       
                address_weight_mux_sel = 2'b00;      
                size_count_mux_sel = 2'b01;          
                ref_mux_sel  = 2'b01;                
                finish_sum_mult_sel = 2'b00;          
				busy = 1'b1;
				next_state 	= s2;
			end
			s2 : begin                               
                data_input_enable = 2'b10;           
                weight_input_enable = 2'b10;         
                accum_n_enable  = 2'b10;             
                counter_mux_sel = 2'b10;             
				counter_convolution_sel = 2'b10;	 
                address_input_mux_sel = 2'b01;        
                address_weight_mux_sel = 2'b01;       
                size_count_mux_sel = 2'b10;          
                ref_mux_sel  = 2'b11;                
                finish_sum_mult_sel = 2'b00;          
				busy = 1'b1;
				next_state 	= s3;
			end
			s3 : begin
                data_input_enable = 2'b01;           
                weight_input_enable = 2'b01;         
				accum_n_enable  = 2'b10;             
				counter_mux_sel = 2'b10;             
				counter_convolution_sel = 2'b10;	 
                address_input_mux_sel = 2'b11;        
                address_weight_mux_sel = 2'b11;       
				size_count_mux_sel = 2'b10;          
				ref_mux_sel  = 2'b11;                
				finish_sum_mult_sel = 2'b10;          
				busy = 1'b1;
				next_state 	= s4;
			end
			s4 : begin								 
                data_input_enable = 2'b01;           
                weight_input_enable = 2'b01;         
				accum_n_enable  = 2'b10;             
				counter_mux_sel = 2'b10;             
				counter_convolution_sel = 2'b10;	 
                address_input_mux_sel = 2'b11;        
                address_weight_mux_sel = 2'b11;       
				size_count_mux_sel = 2'b10;          
				ref_mux_sel  = 2'b11;                
				finish_sum_mult_sel = 2'b10;          
				busy = 1'b1;
				next_state 	= s5;
			end
			s5 : begin
				data_input_enable = 2'b10;           
                weight_input_enable = 2'b10;         
				accum_n_enable  = 2'b01;             
				counter_mux_sel = 2'b01;             
				counter_convolution_sel = 2'b01;	 
				size_count_mux_sel = 2'b10;          
				ref_mux_sel  = 2'b11;                
				finish_sum_mult_sel = 2'b10;          
				busy = 1'b1;
				if (weight_selector == 8'b00000011) 		 
				    address_weight_mux_sel = 2'b10;      	 
				else
					address_weight_mux_sel = 2'b11;      	 
				if (2*(convolution_counter_up) < size_count-2)		 
					begin	
				    	address_input_mux_sel = 2'b10;       
						next_state = s3;
					end
				else
					begin
						if ( (2*mult_counter_up)+2 == (size_count*size_count) )	 
								address_input_mux_sel = 2'b10;       
						else	
								address_input_mux_sel = 2'b01;        
						begin		
							next_state = s6;					
						end
					end
			end
			s6 : begin			 
				accum_n_enable  = 2'b00;             
				counter_mux_sel = 2'b10;             
				counter_convolution_sel = 2'b00;	 
                address_input_mux_sel = 2'b11;        
                address_weight_mux_sel = 2'b11;       
				size_count_mux_sel = 2'b10;          
				ref_mux_sel  = 2'b11;                
				finish_sum_mult_sel = 2'b01;          
				busy = 1'b1;
			if ( (2*mult_counter_up) == (size_count*size_count) )	 
				begin
					data_input_enable = 2'b00;           
                	weight_input_enable = 2'b00;         
					next_state = s7;					 
				end
			else
				begin
					data_input_enable = 2'b10;           
                	weight_input_enable = 2'b10;         
					next_state = s4;					 
				end
			end
			s7 : begin  
				data_input_enable = 2'b10;           
                weight_input_enable = 2'b10;         
			    accum_n_enable  = 2'b00;             
				counter_mux_sel = 2'b00;             
				counter_convolution_sel = 2'b00;	 
                address_input_mux_sel = 2'b10;       
                address_weight_mux_sel = 2'b10;      
                size_count_mux_sel = 2'b01;          
                ref_mux_sel  = 2'b10;                
				finish_sum_mult_sel = 2'b10;         
				busy = 1'b1;
				if(read_input_data[7:0]== 8'b11111111)	 
					next_state 	= s8;
				else
					begin
						next_state = s3;
					end
			end
			s8 : begin  
				data_input_enable = 2'b10;           
                weight_input_enable = 2'b10;         
			    accum_n_enable  = 2'b10;             
				counter_mux_sel = 2'b10;             
				counter_convolution_sel = 2'b10;	 
				address_input_mux_sel = 2'b11;       
                address_weight_mux_sel = 2'b11;      
				size_count_mux_sel = 2'b10;          
                ref_mux_sel  = 2'b11;                
				finish_sum_mult_sel = 2'b10;         
				busy = 1'b0;
				next_state 	= s0;
			end
			default : begin
                data_input_enable = 2'b0;            
                weight_input_enable = 2'b0;          
                accum_n_enable  = 2'b0;              
                counter_mux_sel = 2'b0;              
				counter_convolution_sel = 2'b00;	 
                address_input_mux_sel = 2'b0;        
                address_weight_mux_sel = 2'b0;       
                size_count_mux_sel = 2'b0;           
                ref_mux_sel  = 2'b0;                 
                finish_sum_mult_sel = 2'b00;          
                busy = 1'b1;
				next_state 	= s0;
			end
		endcase 
	end
	always @(posedge clk) 
    begin
			if (data_input_enable == 2'b0) 
				current_data <= 16'b0;               
			else if (data_input_enable == 2'b01)
				current_data <= read_input_data;     
			else if (data_input_enable == 2'b10)
				current_data <= current_data;        
	end
    always @(posedge clk) 
    begin
			if (weight_input_enable == 2'b0) 
				current_weight <= 16'b0;             
			else if (weight_input_enable == 2'b01)
				current_weight <= read_weight_data;  
    		else if (weight_input_enable == 2'b10)
				current_weight <= current_weight;    
	end
	always @(posedge clk) 
	begin
			if (accum_n_enable == 2'b0)
				accumulator <= 16'b0;							 
			else if (accum_n_enable == 2'b01)
				accumulator <= accumulator + input_mul_weight;	 
			else if(accum_n_enable == 2'b10)
				accumulator <= accumulator;						 
	end
	always @(posedge clk) 
	begin
			if (counter_mux_sel == 2'b0)
				mult_counter_up <= 16'b0;					 
			else if (counter_mux_sel == 2'b01)
				mult_counter_up <= mult_counter_up + 8'b01;	 
			else if (counter_mux_sel == 2'b10)
				mult_counter_up <= mult_counter_up;			 
    end	
	always @(posedge clk) 
	begin
			if (counter_convolution_sel == 2'b0)
				convolution_counter_up <= 8'b0;								 
			else if (counter_convolution_sel == 2'b01)
				convolution_counter_up <= convolution_counter_up + 8'b01;	 
			else if (counter_convolution_sel == 2'b10)
				convolution_counter_up <= convolution_counter_up;			 
    end	
	always @(posedge clk) 
	begin
			if (size_count_mux_sel == 2'b0)			 
				size_count <= 8'b0;
			else if (size_count_mux_sel == 2'b01)	 
				size_count <= read_input_data[7:0];
			else if (size_count_mux_sel == 2'b10)	 
				size_count <= size_count;
	end
	always @(posedge clk) 
	begin
			if (ref_mux_sel == 2'b00)	        		 
				reference_address <= 10'b0;
			else if (ref_mux_sel == 2'b01)	             
				reference_address <= reference_address + 1'b1;
			else if (ref_mux_sel == 2'b10)	             
				reference_address <= reference_address + (size_count>>1) + 1'b1;
			else if (ref_mux_sel == 2'b11)	             
				reference_address <= reference_address;
	end
	always @(posedge clk) 
	begin
			if (address_input_mux_sel == 2'b00)
                read_input_address <= 11'b0;                           
            else if (address_input_mux_sel == 2'b01)
				read_input_address <= reference_address;               
			else if (address_input_mux_sel == 2'b10)
				read_input_address <= read_input_address + 1'b1;     
			else if (address_input_mux_sel == 2'b11)
				read_input_address <= read_input_address;            
	end
	always @(posedge clk) 
	begin
			if (address_weight_mux_sel == 2'b00)
				read_weight_address <= 11'b0;                         
			else if (address_weight_mux_sel == 2'b01)
				read_weight_address <= reference_address;             
            else if (address_weight_mux_sel == 2'b10)
				read_weight_address <= read_weight_address + 1'b1;  
			else if (address_weight_mux_sel == 2'b11)
				read_weight_address <= read_weight_address;          
	end
    always@(posedge clk)
    begin
        if (finish_sum_mult_sel == 2'b0 )begin			 
            write_enable = 1'b0;
            write_address = 12'b111111111111;   
            write_data = 16'b0;
		end
        else if (finish_sum_mult_sel == 2'b01 )begin	 
            	write_enable = 1'b1;
            	write_address = write_address + 1'b1;
           		write_data = accumulator;
		end
		else if(finish_sum_mult_sel == 2'b10 )			 
		begin
			write_enable = 1'b0;
			write_address = write_address;
			write_data = write_data; 
		end
    end
endmodule	 

==> job_summary.md <==
### Metrics collected by this job

| Metric | Value |
|---|---|
| Worst vdd ir | `101.2 uV` |
| Critical Path Sink Type | `flip-flop` |
| Layout cell share with drive strength beyond 1 | `8.303%` |
| Sequential cell area | `3089 um^2` |
| P per Cell Area | `87.85 nW/um^2` |
| H-tree levels | `4` |
| Most numerous logic cells after layout | `dfxtp_1 (143), nand2_1 (130), ha_1 (93), clkdlybuf4s50_1 (88), inv_1 (84)` |
| Tmin final | `6.803 ns` |
| Power Total | `1165 uW` |
| Area contributors post-synth | `dfxtp_1 (25%), ha_1 (10%), fa_1 (7.2%)` |
| Fin. max-slew vios | `0` |
| Post-CTS resize count | `0` |
| Slew margin rel. | `39.62%` |
| Critical path's slowest cell | `dfxtp_1` |
| CP required | `11.20 ns` |
| First-pass GRT wire length | `43,660 um` |
| Synth warn | `1` |
| Max-cap viol count | `0` |
| Hold buffers post-CTS | `0` |
| Largest net degree at the start of global routing | `33` |
| Post-CTS setup buffers | `0` |
| Critical path class | `flip-flop to flip-flop` |
| Period utilization | `62.41%` |
| Worst Hold Class | `flip-flop to flip-flop` |
| Comb pwr share | `1.8%` |
| Post-Syn Instances | `1,305` |
| Routed length per instance | `14.21 um` |
| Ys async rst share | `5.921%` |
| Crit path buf inv count | `1` |
| Final Cell Area | `13,260 um^2` |
| Gpl congestion | `0.9094` |
| Final Setup Violations | `0` |
| Fp util | `30.74%` |
| Worst EP arrival | `7.11 ns` |
| DIE WIDTH | `196.6 um` |
| Clk root buf | `clkbuf_16` |
| Initial antenna violation count | `0` |
| 1st-iter DRT viols | `347` |
| TritonCTS clock tree | `done` |
| N_diodes | `0` |
| Die Size | `38,660 um^2` |
| Core area | `36,960 um^2` |
| Dpl ws | `4.108 ns` |
| Sw frac | `23.10%` |
| Highest Clock Rate | `0.1470 GHz` |
| Leak | `0.005457 uW` |
| DR pass1 iterations | `5` |
| Vias in the first global route | `8,427` |
| Residual DRC | `0` |
| Yosys chip area | `11,360 um^2` |
| Mapped Area | `11,360 um^2` |
| Final TNS setup | `0 ns` |
| Final HPWL DP | `20,200 um` |
| Dominant flop cell | `dfxtp_1` |
| Netlist cell types | `77` |
| Cells along the critical path | `nand2_1 -> fa_1 -> fa_1 -> fa_1 -> fa_1 -> inv_1 -> ha_1 -> nand2_1 -> nand2_1 -> o311ai_4 -> and2_1 -> o211ai_2 -> a211o_1 -> a2111oi_4 -> a311oi_1 -> ha_1 -> a22o_1 -> a22oi_1 -> nor2_1` |
| Port buffer count | `88` |
| Ys cells | `1,305` |
| Clk buf depth | `2` |
| Logic area | `7686 um^2` |
| Slew @ Worst Pin | `0.9057 ns` |
| Clock Latency Late Sink | `0.43 ns` |
| Die H | `196.6 um` |
| Final WL | `26,670 um` |
| CP max stage delay | `0.75 ns` |
| Num CTS Buffers | `17` |
| Post-place instance area | `12,680 um^2` |
| CP Launch Type | `flip-flop` |
| Clock Pin Slew Worst Setup and Hold Paths | `0.07 ns` |
| Sequential Power Share | `47.7%` |
| Most frequent CP cell | `fa_1` |
| Synth flops | `152` |
| Grt total ovfl | `0` |
| Area leader, netlist | `dfxtp_1` |
| Crit-path leading delay family | `adder cells` |
| CP Max Fanout | `28` |
| Row count | `70` |
| Number of enable flip-flop cells | `0` |
| Psw | `269.1 uW` |
| Status | `finished, final reports clean` |
| Final Hold Vio Count | `0` |
| Overall Global Routing Usage | `14.20%` |
| CTS Sinks | `152` |
| Vias/cell | `4.888` |
| Syn_area_per_cell | `8.708 um^2` |
| P&R area growth vs syn | `16.67%` |
| Setup ws final | `4.097 ns` |
| I/O pin count | `89` |
| Post-synth top area share | `25.19%` |
| Clk network pwr share | `50.5%` |
| Register area share after synthesis | `27.19%` |
| Count of tool warnings | `32` |
| DR vias | `9,175` |
| ANT nets after route | `0` |
| Most used logic cell in the final layout | `dfxtp_1` |
| Final Skew | `0.007116 ns` |
| Fillers | `3,734` |
| RSZ-0062 raised after global routing | `no` |
| Power Internal | `895.7 uW` |
==> cells in the mapped netlist, types with 6 or more instances <==
master and n:
nor2_1 83, nand2_1 130, a21o_1 15, o21ai_0 72, nand3_1 37, and2_1 29, clkbuf_1 52, and3_1 23
o31ai_1 23, dfxtp_1 143, xnor2_1 56, inv_1 84, a211oi_1 11, fa_1 41, nor3_1 31, nand2b_1 33
a22oi_1 13, mux2i_1 26, dfrtp_1 8, a21oi_1 45, ha_1 93, o21bai_1 11, nor4_1 6, or2_2 7
a31oi_1 11, nand4_1 15, a22o_1 11, nor2b_1 40, mux2_4 30, or3_1 9, xor2_1 24
==> final cells by class <==
| class | count | share of cell area (%) |
|---|---|---|
| multi-input cells | 1006 | 57.97 |
| flip-flops and latches | 152 | 23.30 |
| repair buffers | 98 | 7.210 |
| well taps | 504 | 4.757 |
| clock buffers | 18 | 3.313 |
| inverters | 85 | 2.407 |
| clock inverters | 14 | 1.038 |
==> per-stage QoR <==
stage	std cells	utilization, %	hold WS [ns]
2_1_floorplan	1305	-	0.3691
3_3_place_gp	1845	34.31	0.3952
3_5_place_dp	1845	34.31	0.3988
4_1_cts	1877	35.87	0.4134
5_1_grt	1877	35.87	0.4377
6_report	1877	35.87	0.4124
==> state kept, by name, indices dropped and copies added (netlist names), 12 cells and up <==
| name | cells |
|---|---|
| write_data | 16 |
| read_weight_address | 12 |
| current_weight | 16 |
| read_input_address | 12 |
| mult_counter_up | 16 |
| accumulator | 16 |
| current_data | 16 |
| write_address | 12 |
==> power groups by stage <==
stage,clock network (uW),logic (uW),registers (uW)
CTS,605,20.7,556
global route,631,21.8,556
finish,588,20.4,556
==> path summary, 6_finish.rpt <==
kind / cells past startpoint / endpoint / start / slack [ns]
max: 19 / read_input_address[5] / size_count[2] / 4.10
min: 0 / current_state[6] / current_state[2] / 0.41
max reg2reg: 19 / read_input_address[5] / size_count[2] / 4.10
min reg2reg: 0 / current_state[6] / current_state[2] / 0.41
max in group asynchronous: 1 / current_state[0] / reset / 8.53
min in group asynchronous: 1 / current_state[5] / reset / 2.05
==> logic make-up after synthesis <==
family,Yosys count,share of synthesized area (%)
XOR/XNOR,80,6.166
adder cells (fa/ha/maj),134,17.46
flip-flops,152,27.19
multiplexers,64,7.443
buffers and inverters,147,5.219
AND-OR/OR-AND,259,15.45
AND/OR/NAND/NOR,469,21.07
==> metal layers <==
metal	up-vias	track usage (%)	share of wire [%]
met3	19	3.091	4.7
met2	159	21.49	44
met4	0	1.378	1.1
li1	4670	-	-
met5	-	0	0
met1	4327	21.77	50
Power figures rest on the tool's default switching activity, not on a simulated workload.
